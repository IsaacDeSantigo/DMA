--- config.mk ---
export PLATFORM = sky130hd
export DESIGN_NAME = Memory_Program
export DESIGN_NICKNAME = Memory_Program
export VERILOG_FILES = /design/flow/design.v
export SDC_FILE = /design/flow/constraint.sdc
export NUM_CORES = 4
export LEC_CHECK = 1
export CORE_UTILIZATION = 50
export SYNTH_HDL_FRONTEND = slang
export SYNTH_MEMORY_MAX_BITS = 65536
--- constraint.sdc ---
current_design Memory_Program

set clk_period 4.9
set clk_io_pct 0.2

create_clock -name clk0 -period $clk_period [get_ports {clk}]

set non_clock_inputs [all_inputs -no_clocks]
set_input_delay [expr $clk_period * $clk_io_pct] -clock clk0 $non_clock_inputs
set_output_delay [expr $clk_period * $clk_io_pct] -clock clk0 [all_outputs]
--- design.v ---
module Memory_Program(
	input			[7:0]		Data_In, 
	input			[9:0]		Addr,
	input					rst_out, 
	input					nW_R, 
	input					clk,
	input 					CE, 
	output		reg	[7:0]		Data_Out
); 
			reg	[7:0]		Mem[1024:0];
			integer	i; 
initial begin 
	for(i = 0; i <1024; i = i + 1) begin 
		Mem[i] = 8'b0; 
	end
	Mem[0] = 8'h3A;  
    	Mem[1] = 8'h7F;  
    	Mem[2] = 8'hC2;  
    	Mem[3] = 8'h1D;  
    	Mem[4] = 8'hA9;  
    	Mem[5] = 8'h4E;  
    	Mem[6] = 8'h95;  
    	Mem[7] = 8'h6B;  
    	Mem[8] = 8'hD4;  
    	Mem[9] = 8'h08;  
	Mem[10] = 8'h12;  
end
always @( posedge clk or negedge rst_out) begin 
	if ( !rst_out ) begin 
		Data_Out <= 8'b0; 
	end else if ( CE ) begin
		if ( !nW_R ) begin 
			Data_Out  <= Mem[Addr]; 			 
		end else begin 
			Mem[Addr] <= Data_In; 				 
		end
	end
end
endmodule 
--- run.sh ---
#!/bin/bash
# OpenROAD 26Q1-2900-gdf79404cd8, Yosys 0.63+post, stock flow scripts
make -C /OpenROAD-flow-scripts/flow DESIGN_CONFIG=/design/flow/config.mk WORK_HOME=/design/flow/orfs finish
==> summary.txt <==
The run has ended; figures from its reports follow.

Once layout is complete, the cells apart from fillers number 27600. The total number of vias came out at 173000. The fraction of final layout cells sized beyond drive strength 1 came out at 0.194. The via density per instance came out at 6.26. The CTS tree is built. Switching power as a fraction of the total was reported as 0.221. The cell with the largest stage delay on the worst path is a221oi_1. The iteration tally of the first detailed-router pass came out at 5. The cell type that accounts for the most area after synthesis is edfxtp_1. The logs give a warning total of 165. The required time of the critical path is 5.98 ns.

The share of total power dissipated in sequential elements is 0.537. Setup repair after global routing left no endpoint under its margin. Checking hold timing, the worst path is listed with class in -> reg. The number of antenna-violating nets in the routed design is 0. The area share of the largest cell type after synthesis is 0.777.

The max-slew headroom at the worst pin came out at -0.0239. The final reports fail on capacitance limit, slew limit. The number of antenna violations at the first check in global routing is 94. The count of hold-fix buffers inserted at cts is 0. After synthesis, the most frequently instantiated cells are 8192 x edfxtp_1, 2853 x mux2i_1, 1304 x o22ai_1, 1249 x nor2_1, 647 x mux4_2. The worst stage delay on the critical path came out at 0.85 ns. Once the clock tree was built, the resizer swapped 0 gates to a different size.

The post-synthesis cell count from yosys is 16800. The row count is 291. The clock slew seen by the registers of the worst setup and hold paths is 0.06 ns. The post-synth count of flops with an enable pin is 8192. The aggregate global routing overflow came out at 0. STA classifies the critical path endpoint as a flip-flop. In this run the clock root is driven by a clkbuf_16. The least setup slack across all paths after layout came out at 0.424 ns. In the floorplan report the effective utilization is 0.503. Hold-check failures listed in the final report amount to 0.

The yosys warning tally came out at 0. The largest net degree at the start of global routing is 135. The final clock period utilization by the worst path came out at 0.914.

In this run, synthesis produced a sequential element count of 8200. The final routed wirelength across all metal layers came out at 1060 mm. A synthesized cell averages 18.8 µm². Of the synthesized area, sequential elements account for 0.778. The area of all sequential standard cells came out at 0.246 mm².

The leakage dissipation came out at 124 nW. The cell area after technology mapping is 0.316 mm². STA classifies the critical path startpoint as an input port. The number of endpoints failing setup at the final stage is 0. The worst-case IR drop observed on VDD is 0.454 mV. The run finished, with violations left. The number of max-capacitance violations reported came out at 1. The first-pass GRT wire length came out at 1450 mm. The post-placement cell area is 0.340 mm². The worst hold slack after final layout came out at 0.269 ns.

In the final run the clock tree shows a worst skew of 0.0869 ns. The combinational power share came out at 0.053. The total track usage is 0.377. The most frequently used library cell after synthesis is edfxtp_1. The placement report lists the number of port buffers as 29. For reference, the top cells by area after synthesis are edfxtp_1 78%, mux2i_1 9.0%, mux4_2 4.6%.

The synthesis report names the predominant flop master as edfxtp_1. The half-perimeter wire length after detailed placement is 683 mm. The DRC marker count from the first detailed-route iteration is 12400. The total die size is 0.636 mm².

The cell total after placement came out at 26000. The final critical-path required period came out at 4.48 ns. Per the detail_route report, DRC violations left total 0. The gate count after technology mapping came out at 16800. The finished cells cover 0.365 mm². The power consumption is 144 mW. The maximum clock insertion buffer count came out at 4.

Counting the buffers created by CTS gives 816. The max-slew violation count is 3. The detail-routed net length per standard cell is 38.5 µm. The clock insertion delay at the later pin of the skew report is 1.22 ns. The final layout reports a setup TNS of 0 ns. The data arrival at the endpoint of the critical path is 5.56 ns. The floorplan core area is 0.629 mm². The reported net switching power is 31.7 mW.

The total power divided by cell area is 394 mW/mm². The count of different cell masters after synthesis came out at 74. The number of global-route vias before repair came out at 180000. At the end of the flow the core is filled with cells to 0.581.

The post-CTS setup buffer count is 0. The post-synthesis to final-layout area growth came out at 15.5%. The post-placement worst setup slack came out at -0.607 ns. Pin placement for this block handled 30 I/O pins. The top achievable clock speed came out at 223 MHz. The die outline height came out at 797 µm. Of the total power, the clock network draws 0.410. The internal portion of total power is 112 mW. The clock sink total is 8200. The logic area came out at 0.0655 mm². The post-synthesis chip area from yosys came out at 0.316 mm². The cell sequence reported for the critical path is clkbuf_8 > or4_4 > buf_12 > buf_12 > o22ai_1 > nor4_1 > nand2_1 > a221oi_1 > buf_4 > o22ai_1 > nor4_1 > buf_4 > a31oi_1. After synthesis, the share of flip-flops with an asynchronous set or reset is 0.000976.

The critical path maximum fanout is 34. The horizontal die dimension reported for this design is 797 µm. The routability-driven placement congestion ratio came out at 0.983. The total of fill cells in the finished design is 45800. The actual slew at the worst max-slew pin came out at 1.53 ns.

The number of levels in the clock H-tree came out at 6. The worst setup path is of the in -> reg kind.
power by group through the flow:
stage | Sequential [mW] | Clock [mW] | Combinational, mW
global route | 77.2 | 62.1 | 7.82
finish | 77.3 | 59.0 | 7.57
CTS | 77.2 | 59.6 | 7.45
flip-flops by register name (all words and copies together), names as in the netlist:
register,count
Data_Out,8
Mem,8192
path summary, 6_finish.rpt:
path	start	to	slack, ns	cells past startpoint
max	Addr[2]	Data_Out[5]$_DFFE_PN0P_	0.42	13
min	Data_In[0]	Mem[326][0]$_DFFE_PP_	0.27	1
max reg2reg	Mem[699][7]$_DFFE_PP_	Data_Out[7]$_DFFE_PN0P_	0.89	9
min reg2reg	Data_Out[1]$_DFFE_PN0P_	Data_Out[1]$_DFFE_PN0P_	0.91	2
max in group asynchronous	rst_out	Data_Out[5]$_DFFE_PN0P_	4.29	3
min in group asynchronous	rst_out	Data_Out[7]$_DFFE_PN0P_	0.43	3
layout by cell type (no fill, tap or decap), drive strengths merged, types with 83 or more instances in the layout:
cell,netlist,layout
mux4,647,647
diode,0,158
nand2,308,308
nand3,83,83
edfxtp,8192,8192
nor2,1249,1249
nor4,255,255
o22ai,1304,1304
buf,700,1884
a22oi,125,125
clkinv,2,322
o21ai,119,119
nor3,90,90
clkbuf,374,1058
mux2i,2853,2853
routing by layer:
metal / share of wire / track usage / vias to the layer above
li1: - / - / 71800
met3: 0.20 / 0.322 / 2135
met2: 0.44 / 0.501 / 12000
met5: 0.0038 / 0.0502 / -
met1: 0.30 / 0.454 / 86600
met4: 0.053 / 0.159 / 130
area by class of cell:
cell class / instances / area share
Sequential cell: 8200 / 0.674
Multi-Input combinational cell: 7512 / 0.179
Clock buffer: 1055 / 0.0590
Timing Repair Buffer: 1901 / 0.0495
Tap cell: 8350 / 0.0286
Clock inverter: 397 / 0.00894
Antenna cell: 158 / 0.00108
Inverter: 9 / 0.000147
worst max-delay path, delay by kind of cell:
family / cells / cell delay (ns)
and+or+nand+nor: 4 / 1.74
buffers and inverters: 5 / 1.47
AOI/OAI and AO/OA: 4 / 1.16
cell families (layout without fill, tap and decap cells):
group / after synthesis / count (layout) / synth area share
compound gates: 1910 / 1910 / 0.0391
buf+inv: 1083 / 3362 / 0.0172
flops: 8200 / 8200 / 0.778
mux: 3513 / 3513 / 0.137
other cells: 0 / 158 / 0
simple gates: 2089 / 2089 / 0.0289
Power and IR drop assume default switching activity.
